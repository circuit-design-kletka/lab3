[run.sh]
#!/bin/bash
# OpenROAD 26Q1-2900-gdf79404cd8, Yosys 0.63+post, stock flow scripts
make -C /OpenROAD-flow-scripts/flow DESIGN_CONFIG=/design/flow/config.mk WORK_HOME=/design/flow/orfs finish
[config.mk]
export PLATFORM = sky130hd
export DESIGN_NAME = fec_saylinx_board_top
export DESIGN_NICKNAME = fec_saylinx_board_top
export VERILOG_FILES = /design/flow/design.v
export SDC_FILE = /design/flow/constraint.sdc
export NUM_CORES = 4
export LEC_CHECK = 1
export CORE_UTILIZATION = 40
[design.v]
module debounce_button #( parameter integer CLKS = 1_000_000 ) (
    input  wire clk,
    input  wire rst,
    input  wire in,
    output reg  pos_edge
);
    localparam integer CNTW = $clog2(CLKS+1);
    reg [CNTW-1:0] cnt;
    reg stable;
    reg stable_prev;
    always @(posedge clk or posedge rst) begin
        if (rst) begin
            cnt         <= {CNTW{1'b0}};
            stable      <= 1'b0;
            stable_prev <= 1'b0;
            pos_edge    <= 1'b0;
        end else begin
            if (in != stable) begin
                if (cnt == CLKS-1) begin
                    stable <= in;
                    cnt <= {CNTW{1'b0}};
                end else begin
                    cnt <= cnt + 1'b1;
                end
            end else begin
                cnt <= {CNTW{1'b0}};
            end
            stable_prev <= stable;
            pos_edge <= (stable & ~stable_prev); 
        end
    end
endmodule
module fec_saylinx_board_top
(
    input           CLK,
    input           RST_N,
    input           KEY2_N,
    input           KEY3_N,
    input           KEY4_N,
    output [3:0]    LED,
    output [7:0] SEG_DATA,
    output [7:0] SEG_SEL,
    output [16:0] GPIO_0_out_zero_value,
    input  [16:0] GPIO_0_input_pullup,
	output [16:0] GPIO_1_out_zero_value,
    input  [16:0] GPIO_1_input_pullup
);
    wire clk   = CLK;
    wire rst   = ~RST_N; 
    wire [2:0] keys_raw = ~{ KEY2_N, KEY3_N, KEY4_N };
    localparam integer DEBOUNCE_CLKS = 1_000_000;
    wire key2_posedge, key3_posedge, key4_posedge;
    debounce_button db2 (
        .clk      (clk),
        .rst      (rst),
        .in       (keys_raw[2]),
        .pos_edge (key2_posedge)
    );
    debounce_button db3 (
        .clk      (clk),
        .rst      (rst),
        .in       (keys_raw[1]),
        .pos_edge (key3_posedge)
    );
    debounce_button db4 (
        .clk      (clk),
        .rst      (rst),
        .in       (keys_raw[0]),
        .pos_edge (key4_posedge)
    );
    wire [7:0] gpio_a = ~GPIO_0_input_pullup[7:0];     
    wire [7:0] gpio_b = ~GPIO_0_input_pullup[15:8];    
    wire [31:0] b32 = {24'd0, gpio_b};
    wire [7:0]  a8  = gpio_a;
    reg start_calc_q;
    always @(posedge clk or posedge rst) begin
        if (rst) begin
            start_calc_q <= 1'b0;
        end else begin
            start_calc_q <= key3_posedge ? 1'b1 : 1'b0;
        end
    end
    wire [15:0] calc_result;
    wire        calc_done;
    sqrt_mult_system calc_unit (
        .clk_i   (clk),
        .rst_i   (rst),
        .start_i (start_calc_q),
        .a_bi    ({24'd0, a8}),  
        .b_bi    (b32),
        .result  (calc_result),
        .done    (calc_done)
    );
    localparam [1:0]
        DISP_RESULT = 2'd0,
        DISP_A      = 2'd1,
        DISP_B      = 2'd2;
    reg [1:0]  disp_mode_q;
    reg [31:0] last_result_q;
    reg [7:0]  calc_done_count;
    wire blank_leading = (disp_mode_q == DISP_A) || (disp_mode_q == DISP_B);
    reg [31:0] disp_value_q;
    seg_display_ctrl seg_ctrl (
        .clk                 (clk),
        .rst                 (rst),
        .value               (disp_value_q),
        .blank_leading_zeros (blank_leading),
        .seg_data            (SEG_DATA),
        .seg_sel             (SEG_SEL)
    );
    always @(posedge clk or posedge rst) begin
        if (rst) begin
            disp_mode_q       <= DISP_RESULT;
            disp_value_q      <= 32'd0;
            last_result_q     <= 32'd0;
            calc_done_count   <= 8'd0;
        end else begin
            if (calc_done) begin
                last_result_q   <= {16'd0, calc_result}; 
                disp_mode_q     <= DISP_RESULT;
                calc_done_count <= calc_done_count + 1'b1;
            end
            if (key2_posedge) begin
                disp_mode_q <= DISP_A;
            end else if (key4_posedge) begin
                disp_mode_q <= DISP_B;
            end else if (key3_posedge) begin
                disp_mode_q <= DISP_RESULT;
            end
            case (disp_mode_q)
                DISP_A:     disp_value_q <= {24'd0, a8};                    
                DISP_B:     disp_value_q <= {24'd0, gpio_b};                
                DISP_RESULT: begin
                    disp_value_q <= {calc_result, gpio_b, a8};
                end
                default:    disp_value_q <= last_result_q;
            endcase
        end
    end
    assign LED[0] = (disp_mode_q == DISP_A);
    assign LED[1] = (disp_mode_q == DISP_B);
    assign LED[2] = (disp_mode_q == DISP_RESULT);
    assign LED[3] = |calc_done_count;  
    assign GPIO_0_out_zero_value = {17{1'b0}};
    assign GPIO_1_out_zero_value = {17{1'b0}};
endmodule
module hex_to_7seg (
    input  wire [3:0] hex,
    output reg  [7:0] seg
);  
    always @(*) begin
        case (hex)
            4'h0: seg = 8'b0000001_1;  
            4'h1: seg = 8'b1001111_1;  
            4'h2: seg = 8'b0010010_1;  
            4'h3: seg = 8'b0000110_1;  
            4'h4: seg = 8'b1001100_1;  
            4'h5: seg = 8'b0100100_1;  
            4'h6: seg = 8'b0100000_1;  
            4'h7: seg = 8'b0001111_1;  
            4'h8: seg = 8'b0000000_1;  
            4'h9: seg = 8'b0000100_1;  
            4'hA: seg = 8'b0001000_1;  
            4'hB: seg = 8'b1100000_1;  
            4'hC: seg = 8'b0110001_1;  
            4'hD: seg = 8'b1000010_1;  
            4'hE: seg = 8'b0110000_1;  
            4'hF: seg = 8'b0111000_1;  
            default: seg = 8'b1111111_1;  
        endcase
    end
endmodule
module mult (
    input clk_i,
    input rst_i,
    input [7:0] a_bi,
    input [7:0] b_bi,
    input start_i,
    output busy_o,
    output reg [15:0] y_bo
);
    localparam IDLE = 0;
    localparam WORK = 1;
    reg[2:0] ctr;
    wire[2:0] end_step;
    wire[7:0] part_sum;
    wire[15:0] shifted_part_sum;
    reg[7:0] a, b;
    reg[15:0] part_res;
    reg state;
    assign part_sum = a & {8{b[ctr]}};
    assign shifted_part_sum = part_sum << ctr;
    assign end_step = (ctr == 3'h7);
    assign busy_o = state;
    always @(posedge clk_i )
        if (rst_i) begin
            ctr <= 0;
            part_res <= 0;
            y_bo <= 0;
            state <= IDLE;
        end else begin
            case (state)
                IDLE:
                    if (start_i) begin
                        state <= WORK;
                        a <= a_bi ;
                        b <= b_bi ;
                        ctr <= 0 ;
                        part_res <= 0 ;
                    end
                WORK:
                    begin
                        if (end_step) begin
                            state <= IDLE;
                            y_bo <= part_res ;
                        end
                        part_res <= part_res + shifted_part_sum ;
                        ctr <= ctr + 1 ;
                    end
            endcase
        end
endmodule
module seg_display_ctrl (
    input  wire        clk,
    input  wire        rst,
    input  wire [31:0] value,      
    input  wire        blank_leading_zeros,  
    output reg  [7:0]  seg_data,   
    output reg  [7:0]  seg_sel     
);
    reg [15:0] scan_cnt;
    reg [2:0]  digit_idx;  
    always @(posedge clk or posedge rst) begin
        if (rst) begin
            scan_cnt  <= 16'd0;
            digit_idx <= 3'd0;
        end else begin
            if (scan_cnt == 16'd49999) begin
                scan_cnt  <= 16'd0;
                digit_idx <= digit_idx + 3'd1;
            end else begin
                scan_cnt <= scan_cnt + 16'd1;
            end
        end
    end
    wire [3:0] curr_nibble;
    assign curr_nibble = (digit_idx == 3'd0) ? value[3:0]   :
                         (digit_idx == 3'd1) ? value[7:4]   :
                         (digit_idx == 3'd2) ? value[11:8]  :
                         (digit_idx == 3'd3) ? value[15:12] :
                         (digit_idx == 3'd4) ? value[19:16] :
                         (digit_idx == 3'd5) ? value[23:20] :
                         (digit_idx == 3'd6) ? value[27:24] :
                                               value[31:28];
    wire [7:0] hex_seg;
    hex_to_7seg u_hex_to_7seg (
        .hex(curr_nibble),
        .seg(hex_seg)
    );
    wire [2:0] msb_pos;
    assign msb_pos = (value[31:28] != 0) ? 3'd7 :
                     (value[27:24] != 0) ? 3'd6 :
                     (value[23:20] != 0) ? 3'd5 :
                     (value[19:16] != 0) ? 3'd4 :
                     (value[15:12] != 0) ? 3'd3 :
                     (value[11:8]  != 0) ? 3'd2 :
                     (value[7:4]   != 0) ? 3'd1 : 3'd0;
    always @(*) begin
        if (blank_leading_zeros && (digit_idx > msb_pos) && (curr_nibble == 4'd0)) begin
            seg_data = 8'b11111111;  
        end else begin
            seg_data = hex_seg;
        end
        seg_sel = 8'b1111_1111;
        case (digit_idx)
            3'd0: seg_sel[0] = 1'b0;  
            3'd1: seg_sel[1] = 1'b0;
            3'd2: seg_sel[2] = 1'b0;
            3'd3: seg_sel[3] = 1'b0;
            3'd4: seg_sel[4] = 1'b0;
            3'd5: seg_sel[5] = 1'b0;
            3'd6: seg_sel[6] = 1'b0;
            3'd7: seg_sel[7] = 1'b0;  
            default: seg_sel = 8'b1111_1111;
        endcase
    end
endmodule
module sqrt (
    input clk_i,
    input rst_i,
    input [7:0] x_bi,
    input start_i,
    output busy_o,
    output reg [7:0] y_bo
);
    localparam IDLE = 1'b0;
    localparam WORK = 1'b1;
    reg state;
    reg [7:0] x;         
    reg [7:0] y;         
    reg [7:0] m;         
    reg [7:0] b;         
    assign busy_o = state;
    always @(posedge clk_i) begin
        if (rst_i) begin
            state <= IDLE;
            x <= 0;
            y <= 0;
            m <= 0;
            y_bo <= 0;
        end else begin
            case (state)
                IDLE: 
                    begin
                        if (start_i) begin
                            state <= WORK;
                            x <= x_bi;          
                            y <= 0;             
                            m <= 8'b01000000;    
                            y_bo <= 0;
                        end
                    end
                WORK: 
                    begin
                        if (m != 0) begin
                            b = y | m;
                            y = y >> 1;
                            if (x >= b) begin
                                x = x - b;   
                                y = y | m;   
                            end
                            m = m >> 2;
                        end else begin
                            state <= IDLE;
                            y_bo = {8'b0, y};
                        end
                    end
            endcase
        end
    end
endmodule
module sqrt_mult_system (
    input clk_i,
    input rst_i,
    input start_i,
    input [7:0] a_bi,
    input [7:0] b_bi,
    output [15:0] result,
    output done
);
    wire sqrt_busy, mult_busy;
    wire sqrt_start, mult_start;
    wire [7:0] sqrt_result;
    localparam [1:0] 
        IDLE = 2'b00,
        CALC_SQRT = 2'b01,
        CALC_MULT = 2'b10,
        DONE_STATE = 2'b11;
    reg [1:0] state;
    assign sqrt_start = (state == IDLE) && start_i;
    assign mult_start = (state == CALC_SQRT) && !sqrt_busy;
    assign done = (state == DONE_STATE);
    always @(posedge clk_i or posedge rst_i) begin
        if (rst_i) begin
            state <= IDLE;
        end else begin
            case (state)
                IDLE: begin
                    if (start_i) begin
                        state <= CALC_SQRT;
                    end
                end
                CALC_SQRT: begin
                    if (!sqrt_busy) begin
                        state <= CALC_MULT;
                    end
                end
                CALC_MULT: begin
                    if (!mult_busy) begin
                        state <= DONE_STATE;
                    end
                end
                DONE_STATE: begin
                    state <= IDLE;
                end
            endcase
        end
    end
    sqrt sqrt_inst (
        .clk_i(clk_i),
        .rst_i(rst_i),
        .x_bi(b_bi),       
        .start_i(sqrt_start),
        .busy_o(sqrt_busy),
        .y_bo(sqrt_result)
    );
    mult mult_inst (
        .clk_i(clk_i),
        .rst_i(rst_i),
        .a_bi(a_bi),       
        .b_bi(sqrt_result), 
        .start_i(mult_start),
        .busy_o(mult_busy),
        .y_bo(result)       
    );
endmodule
[constraint.sdc]
current_design fec_saylinx_board_top

set clk_period 5.9
set clk_io_pct 0.2

create_clock -name clk0 -period $clk_period [get_ports {CLK}]

set non_clock_inputs [all_inputs -no_clocks]
set_input_delay [expr $clk_period * $clk_io_pct] -clock clk0 $non_clock_inputs
set_output_delay [expr $clk_period * $clk_io_pct] -clock clk0 [all_outputs]
==> results.sh <==
# implementation run metrics
export IMPL_initial_core_util=0.4114
export IMPL_drtAntennaViolNets=0
export IMPL_clk_latency_ns=0.52
export IMPL_die_area_sq_um=30610
export IMPL_min_path_type="flip-flop to flip-flop"
export IMPL_crit_path_max_fanout=15
export IMPL_cts_root_buf="clkbuf_16"
export IMPL_min_delay_worst_endpoint="db2.pos_edge$_DFF_PN0_"
export IMPL_rsz0062_at_grt="no"
export IMPL_worstMarginPinSlew_ns=0.8945
export IMPL_finalClockPeriodUsage=0.9375
export IMPL_slowest_stage="or3b_2"
export IMPL_powerDensity_nw_per_um2=240.6
export IMPL_netlist_top_cells_count="dfrtp_1, nand2_1, nor2_1"
export IMPL_grt_max_degree=76
export IMPL_worstSetupPathType="flip-flop to output pin"
export IMPL_finClkSkew_ns=0.01063
export IMPL_outcome="completed"
export IMPL_dp_hpwl_microns=17690
export IMPL_synth_seq_area_share=0.4611
export IMPL_worst_path_stages=13
export IMPL_synth_edff_count=15
export IMPL_critPathTopFamily="AND-OR/OR-AND gates"
export IMPL_grt_usage=0.1769
export IMPL_ys_area_sq_um=11970
export IMPL_warnings=54
export IMPL_crit_path_end_kind="output pin"
export IMPL_timing_fmax_mhz=180.8
export IMPL_fp_row_count=62
export IMPL_fin_tns_setup_ns=0
export IMPL_synthDominantCellAreaShare=0.3137
export IMPL_dieHeight_microns=175.0
export IMPL_area_leaders="dfrtp_1, dfxtp_1, ha_1"
export IMPL_antenna_found_initial=1
export IMPL_cts_htree_levels=1
export IMPL_critPathRequiredTime_ns=4.72
export IMPL_port_buffers=39
export IMPL_min_from="db2.stable_prev$_DFF_PN0_"
export IMPL_place_congestion=0.9241
export IMPL_nFillCells=2705
export IMPL_dr_pass1_iters=6
export IMPL_core_area_sq_um=29090
export IMPL_yosys_cell_count_top_type="dfrtp_1"
export IMPL_ys_cells=1280
export IMPL_grt_pass1_vias=8355
export IMPL_ff2ff_setup_slack_ns=1.78
export IMPL_max_stage_delay_ns=0.51
export IMPL_io_pins=93
export IMPL_fp_dieW_microns=175.0
export IMPL_rr_worst_depth=11
export IMPL_yosysTopAreaCell="dfrtp_1"
export IMPL_slew_headroom=0.3997
export IMPL_slew_violations=0
export IMPL_cts_buffers=26
export IMPL_whs_ns=0.3803
export IMPL_vias=8824
export IMPL_path_cells="inv_1 > ha_1 > or3b_2 > a21oi_1 > a211oi_1 > o21ai_1 > ha_1 > nand3b_1 > a21oi_1 > nor2_1 > mux2_2 > mux2i_1 > clkdlybuf4s50_1"
export IMPL_area_delta_synth_final_pct=11.84
export IMPL_setup_viol=0
export IMPL_drv_cap=0
export IMPL_min_period_ns=5.531
export IMPL_drt_iter0_markers=499
export IMPL_routedWlPerCell_microns=14.83
export IMPL_critPathBufInv=2
export IMPL_synthesis_area_sq_um=11970
export IMPL_synthCells=1280
export IMPL_synth_distinct_cells=75
export IMPL_viasPerCell=5.154
export IMPL_yosys_warnings=9
export IMPL_syn_mean_instance_area_sq_um=9.349
export IMPL_overflow=0
export IMPL_dominantRegCellSynth="dfrtp_1"
export IMPL_r2r_start="calc_unit.mult_inst.ctr[0]$_SDFFE_PN0P_"
export IMPL_arrival_ns=4.35
export IMPL_hold_violations=0
export IMPL_leakage_nw=5.565
export IMPL_hold_path_depth=1
export IMPL_path_clk_slew_ns=0.06
export IMPL_grt_pass1_wl_microns=42470
export IMPL_cts_hold_buffers_added=0
export IMPL_ys_ff=230
export IMPL_critPathLaunch="seg_ctrl.digit_idx[0]$_DFFE_PN0N_"
export IMPL_cts_sinks=230
export IMPL_irDropWorstVdd_mv=0.1938
export IMPL_n_antenna_cell=0
export IMPL_drc_errors=0
export IMPL_drive_above_1_share=0.06627
export IMPL_cts_tree="yes"
export IMPL_crit_path_start_kind="flip-flop"
export IMPL_async_reset_ff_frac=0.6609
export IMPL_clockBufferDepth=3
export IMPL_wl_microns=25390
export IMPL_r2r_end="calc_unit.mult_inst.part_res[12]$_SDFFE_PN0P_"
## worst max-delay path by stage
stage / to / slack (ns)
4_1_cts: SEG_DATA[4] / 0.22
5_1_grt: SEG_DATA[4] / 0.05
6_report: SEG_DATA[4] / 0.37
## logic make-up (layout without fill, tap and decap cells)
logic type,after synthesis,in the layout,share of synthesized area
and+or+nand+nor,524,524,0.2126
DFF,230,230,0.4611
AOI/OAI and AO/OA,212,212,0.1130
buffers and inverters,130,144,0.05437
xor gates and xnor gates,79,79,0.05782
muxes,55,55,0.04904
adders and majority gates,48,48,0.05144
other,2,36,0.0006276
## cell usage in the layout, fill, tap and decap left out, types with 14 or more instances in the layout
cell type and n:
xnor2_1 38, inv_1 45, ha_1 45, or3_1 14, dfxtp_1 63, nor2_1 133
dfrtp_1 150, conb_1 36, a21oi_1 72, o21ai_0 42, clkbuf_16 27, nand2b_1 20
nand2_1 147, nor4_1 15, xor2_1 41, mux2i_1 35, mux2_2 19, nor3_1 29
clkdlybuf4s50_1 38, and2_1 23, nor2b_1 19, edfxtp_1 15, nand3_1 61
## cell type report
class	count	area, sq um	area share
multi-input cells	954	5933	0.4433
clock buffers	38	737.0	0.05507
well taps	384	480.5	0.03590
clock inverters	10	67.56	0.005049
inverters	46	172.7	0.01290
repair buffers	50	474.2	0.03543
flip-flops and latches	230	5518	0.4123
## sequential cells by signal, summed over array words and instances (netlist names), 7 cells and up
register and cells:
disp_value_q 32, db2.cnt 20, db3.cnt 20, db4.cnt 20, calc_unit.mult_inst.part_res 16, calc_unit.mult_inst.y_bo 16, last_result_q 16, seg_ctrl.scan_cnt 16
calc_done_count 8, calc_unit.mult_inst.a 8, calc_unit.sqrt_inst.x 8, calc_unit.mult_inst.b 7, calc_unit.sqrt_inst.y 7, calc_unit.sqrt_inst.y_bo 7
## stage by stage
step	std cells	total power, mW	worst slack, ns	utilization	cell area, sq um
2_1_floorplan	1314	1.690	1.911	-	12090
3_3_place_gp	1664	1.739	0.5439	0.4323	12580
3_5_place_dp	1664	1.739	0.5793	0.4323	12580
4_1_cts	1712	3.262	0.2164	0.4600	13380
5_1_grt	1712	3.345	0.05334	0.4600	13380
6_report	1712	3.220	0.3686	0.4600	13380
## what timing repair did
item	in CTS	in global routing
setup endpoints to repair	1	4
buffers inserted	0	0
resized	1	1
## per-layer routing
layer	part of all wire	track usage	up-vias
li1	-	-	4453
met1	0.49	0.2814	4161
met2	0.43	0.2540	154
met3	0.044	0.03351	54
met4	0.032	0.05072	2
met5	0.00051	0	-
## report_power, final
part	internal [mW]	switching [mW]	leakage, nW
logic	0.0407	0.0672	2.48
registers	1.59	0.00604	2.69
clock network	0.873	0.641	0.397
total	2.51	0.714	5.57
No activity file was given, so power comes from the tool's default toggle rates.
